==> design.v <==
`timescale 1 ns / 1 ps
module axis_fraction_divider #
(
    parameter integer DIVISOR_WIDTH          = 32,
    parameter integer DIVISOR_USER_WIDTH     = 0,
    parameter integer DIVIDEND_WIDTH         = 32,
    parameter integer DIVIDEND_USER_WIDTH    = 0,
    parameter integer FRACTIONAL_WIDTH       = 16,
    parameter integer DETECT_DIV_ZERO        = 1,
    parameter integer COMB_FF_INTERVAL       = 2
)
(
    aclk,
    aclken,
    aresetn,
    s_axis_divisor_tvalid,
    s_axis_divisor_tdata,
    s_axis_divisor_tuser,
    s_axis_dividend_tvalid,
    s_axis_dividend_tdata,
    s_axis_dividend_tuser,
    m_axis_dout_tvalid,
    m_axis_dout_tdata,
    m_axis_dout_tuser
);
input  wire                                                                  aclk                  ;
input  wire                                                                  aclken                ;
input  wire                                                                  aresetn               ;
input  wire                                                                  s_axis_divisor_tvalid ;
input  wire [(((DIVISOR_WIDTH-((DIVISOR_WIDTH/8)*8)) > 0 ? DIVISOR_WIDTH/8 + 1 : DIVISOR_WIDTH/8) * 8)-1:0]                                   s_axis_divisor_tdata  ;
input  wire [(DIVISOR_USER_WIDTH <= 0 ? 0 : DIVISOR_USER_WIDTH - 1):0]                                   s_axis_divisor_tuser  ;
input  wire                                                                  s_axis_dividend_tvalid;
input  wire [(((DIVIDEND_WIDTH-((DIVIDEND_WIDTH/8)*8)) > 0 ? DIVIDEND_WIDTH/8 + 1 : DIVIDEND_WIDTH/8) * 8)-1:0]                                  s_axis_dividend_tdata ;
input  wire [(DIVIDEND_USER_WIDTH <= 0 ? 0 : DIVIDEND_USER_WIDTH - 1):0]                                  s_axis_dividend_tuser ;
output reg                                                                   m_axis_dout_tvalid    ;
output reg  [((((DIVIDEND_WIDTH+FRACTIONAL_WIDTH)-(((DIVIDEND_WIDTH+FRACTIONAL_WIDTH)/8)*8)) > 0 ? (DIVIDEND_WIDTH+FRACTIONAL_WIDTH)/8 + 1 : (DIVIDEND_WIDTH+FRACTIONAL_WIDTH)/8) * 8)-1:0]               m_axis_dout_tdata     ;
output reg  [(DETECT_DIV_ZERO+DIVISOR_USER_WIDTH+DIVIDEND_USER_WIDTH <= 0 ? 0 : DETECT_DIV_ZERO+DIVISOR_USER_WIDTH+DIVIDEND_USER_WIDTH - 1):0] m_axis_dout_tuser   ;
localparam TDATA_WIDTH = DIVIDEND_WIDTH + FRACTIONAL_WIDTH;
localparam TUSER_WIDTH = DIVISOR_USER_WIDTH + DIVIDEND_USER_WIDTH;
localparam [1:0] TUSER_BIT_ORDER = {
        (DIVISOR_USER_WIDTH>0),
        (DIVIDEND_USER_WIDTH>0)
    };
genvar                                          i, ui                           ;
reg                                             valid       [0:TDATA_WIDTH]     ;
reg     [TDATA_WIDTH-1:0]                       dividend    [0:TDATA_WIDTH]     ;
reg     [DIVISOR_WIDTH-1:0]                     divisor     [0:TDATA_WIDTH]     ;
reg     [TDATA_WIDTH-1:0]                       quotient    [0:TDATA_WIDTH]     ;
wire    [(DETECT_DIV_ZERO+TUSER_WIDTH <= 0 ? 0 : DETECT_DIV_ZERO+TUSER_WIDTH - 1):0] concat_tuser                    ;
wire                                            zero_detect                     ;
wire                                            trans                           ;
generate 
if (TUSER_WIDTH > 0) begin:divider_user_gen
    wire    [(TUSER_WIDTH <= 1 ? 1 : TUSER_WIDTH - 1):0]             tuser                           ;
    reg     [(TUSER_WIDTH <= 0 ? 0 : TUSER_WIDTH - 1):0]             user_data   [0:TDATA_WIDTH]     ;
    if      (TUSER_BIT_ORDER == 2'b00)
        assign tuser = {2'b0};
    else if (TUSER_BIT_ORDER == 2'b01)
        assign tuser = {1'b0, s_axis_dividend_tuser};
    else if (TUSER_BIT_ORDER == 2'b10)
        assign tuser = {1'b0, s_axis_divisor_tuser};
    else if (TUSER_BIT_ORDER == 2'b11)
        assign tuser = {s_axis_dividend_tuser, s_axis_divisor_tuser};
    always @(posedge aclk) begin
        if (~aresetn) begin
            user_data[0]    <= {((TUSER_WIDTH <= 0 ? 0 : TUSER_WIDTH - 1)+1){1'b0}};
        end
        else if (aclken) begin
            if (trans)
                user_data[0]    <= tuser[(TUSER_WIDTH <= 0 ? 0 : TUSER_WIDTH - 1):0];
        end
    end
    for (ui=0; ui<TDATA_WIDTH; ui=ui+1) begin:divider_fifo_user_gen
        localparam IS_FF_TURN = ((ui+1)-((ui+1)/COMB_FF_INTERVAL)*COMB_FF_INTERVAL) == 0;
        if (IS_FF_TURN) begin:divider_fifo_user_gen_ff
            always @(posedge aclk) begin
                if (~aresetn)
                    user_data[ui+1]  <= {((TUSER_WIDTH <= 0 ? 0 : TUSER_WIDTH - 1)+1){1'b0}};
                else if (aclken) begin
                    if (valid[ui])
                        user_data[ui+1]  <= user_data[ui];
                end
            end
        end
        else begin:divider_fifo_user_gen_comb
            always @* begin
                user_data[ui+1] = user_data[ui];
            end
        end
    end
    if (DETECT_DIV_ZERO!=0) 
        assign concat_tuser = 
            {user_data[TDATA_WIDTH], (divisor[TDATA_WIDTH] == {(DIVISOR_WIDTH){1'b0}})};
    else
        assign concat_tuser = user_data[TDATA_WIDTH];
end
else begin:divider_user_gen_not
    if (DETECT_DIV_ZERO!=0) 
        assign concat_tuser = divisor[TDATA_WIDTH] == {(DIVISOR_WIDTH){1'b0}};
    else
        assign concat_tuser = 1'b0;
end
endgenerate
assign zero_detect = s_axis_divisor_tdata == {((((DIVISOR_WIDTH-((DIVISOR_WIDTH/8)*8)) > 0 ? DIVISOR_WIDTH/8 + 1 : DIVISOR_WIDTH/8) * 8)){1'b0}};
assign trans = s_axis_divisor_tvalid & s_axis_dividend_tvalid;
always @(posedge aclk) begin
    if (~aresetn) begin
        m_axis_dout_tvalid <= 1'b0;
        m_axis_dout_tdata  <= {((((TDATA_WIDTH-((TDATA_WIDTH/8)*8)) > 0 ? TDATA_WIDTH/8 + 1 : TDATA_WIDTH/8) * 8)){1'b0}};
        m_axis_dout_tuser  <= {((DETECT_DIV_ZERO+TUSER_WIDTH <= 0 ? 0 : DETECT_DIV_ZERO+TUSER_WIDTH - 1)+1){1'b0}};
    end
    else if (aclken) begin
        m_axis_dout_tvalid <= valid[TDATA_WIDTH];
        m_axis_dout_tdata  <= {{((((TDATA_WIDTH-((TDATA_WIDTH/8)*8)) > 0 ? TDATA_WIDTH/8 + 1 : TDATA_WIDTH/8) * 8)-TDATA_WIDTH){1'b0}}, quotient[TDATA_WIDTH]};
        m_axis_dout_tuser  <= concat_tuser;
    end
end
always @(posedge aclk) begin
    if (~aresetn) begin
        valid[0]        <= 1'b0;
        dividend[0]     <= {(TDATA_WIDTH){1'b0}};
        divisor[0]      <= {(DIVISOR_WIDTH){1'b0}};
        quotient[0]     <= {(TDATA_WIDTH){1'b0}};
    end
    else if (aclken) begin
        valid[0]        <= trans;
        if (trans) begin
            dividend[0] <= {s_axis_dividend_tdata[DIVIDEND_WIDTH-1:0], {(FRACTIONAL_WIDTH){1'b0}}};
            divisor[0]  <= s_axis_divisor_tdata[DIVISOR_WIDTH-1:0];
            quotient[0] <= {(TDATA_WIDTH){1'b0}};
        end
    end
end
generate
for (i=0; i<TDATA_WIDTH; i=i+1) begin:divider_fifo_gen
    wire [TDATA_WIDTH-1:0]      tmp_dvdnd = dividend[i];
    wire [DIVISOR_WIDTH-1:0]    tmp_dvsr  = divisor[i];
    wire [TDATA_WIDTH-1:0]      tmp_qtnt = quotient[i];
    wire [TDATA_WIDTH-1:0]      new_qtnt;
    wire qtnt;
    wire [i:0] lower_dvsr;
    wire [TDATA_WIDTH-1:0] dvdnd;
    if (i == 0)
        assign new_qtnt = {qtnt, tmp_qtnt[TDATA_WIDTH-2:0]};
    else if (i == (TDATA_WIDTH-1))
        assign new_qtnt = {tmp_qtnt[TDATA_WIDTH-1:1], qtnt};
    else
        assign new_qtnt = {tmp_qtnt[TDATA_WIDTH-1:TDATA_WIDTH-i], qtnt, tmp_qtnt[TDATA_WIDTH-i-2:0]};
    wire [i:0] upper_dvdnd = tmp_dvdnd[TDATA_WIDTH-1 : TDATA_WIDTH-i-1];
    if (i > (DIVISOR_WIDTH-1))
        assign lower_dvsr = {{(i - (DIVISOR_WIDTH-1)){1'b0}}, tmp_dvsr};
    else 
        assign lower_dvsr = tmp_dvsr[i : 0];
    if ((i+1) > (DIVISOR_WIDTH-1))
        assign qtnt = (upper_dvdnd >= lower_dvsr);
    else
        assign qtnt = (|tmp_dvsr[DIVISOR_WIDTH-1 : i+1]) ? 1'b0 : (upper_dvdnd >= lower_dvsr);
    wire [i:0] remainder = qtnt ? (upper_dvdnd - lower_dvsr) : upper_dvdnd;
    if (i > (TDATA_WIDTH-2))
        assign dvdnd = remainder;
    else
        assign dvdnd = {remainder, tmp_dvdnd[TDATA_WIDTH-i-2 : 0]};
    localparam IS_FF_TURN = ((i+1)-((i+1)/COMB_FF_INTERVAL)*COMB_FF_INTERVAL) == 0;
    if (IS_FF_TURN) begin:divider_fifo_gen_ff
        always @(posedge aclk) begin
            if (~aresetn) begin
                valid[i+1]      <= 1'b0;
                dividend[i+1]   <= {(TDATA_WIDTH){1'b0}};
                divisor[i+1]    <= {(DIVISOR_WIDTH){1'b0}};
                quotient[i+1]   <= {(TDATA_WIDTH){1'b0}};
            end
            else if (aclken) begin
                valid[i+1]      <= valid[i];
                if (valid[i]) begin
                    dividend[i+1]   <= dvdnd;
                    divisor[i+1]    <= divisor[i];
                    quotient[i+1]   <= new_qtnt;
                end
            end
        end
    end
    else begin:divider_fifo_gen_comb
        always @* begin
            valid[i+1]      = valid[i];
            dividend[i+1]   = dvdnd;
            divisor[i+1]    = divisor[i];
            quotient[i+1]   = new_qtnt;
        end
    end
end
endgenerate
endmodule
==> run.sh <==
#!/bin/bash
# OpenROAD 26Q1-2900-gdf79404cd8, Yosys 0.63+post, stock flow scripts
make -C /OpenROAD-flow-scripts/flow DESIGN_CONFIG=/design/flow/config.mk WORK_HOME=/design/flow/orfs finish
==> config.mk <==
export PLATFORM = sky130hd
export DESIGN_NAME = axis_fraction_divider
export DESIGN_NICKNAME = axis_fraction_divider
export VERILOG_FILES = /design/flow/design.v
export SDC_FILE = /design/flow/constraint.sdc
export NUM_CORES = 4
export LEC_CHECK = 1
export CORE_UTILIZATION = 30
==> constraint.sdc <==
current_design axis_fraction_divider

set clk_period 22.4
set clk_io_pct 0.2

create_clock -name clk0 -period $clk_period [get_ports {aclk}]

set non_clock_inputs [all_inputs -no_clocks]
set_input_delay [expr $clk_period * $clk_io_pct] -clock clk0 $non_clock_inputs
set_output_delay [expr $clk_period * $clk_io_pct] -clock clk0 [all_outputs]
==> results.ini <==
[run_status]
status = finished clean

[clock_tree]
cts_resized = 0
holdBufCountCts = 0
cts.sinks = 2299
clock_latency_ns = 0.93
cts_made_buffers = 265
path_clk_slew_ns = 0.06
h-tree-depth = 5
post_cts_buffers = 0
root_buffer = clkbuf_16
cts_tree = done
clk_path_buf_depth = 4

[placement]
place_hpwl_um = 316000
io_buffers = 118
place.gp.congestion = 0.963
place_ws_ns = 13.56

[floorplan]
die_w_um = 686
coreArea_um2 = 465000
fp_util = 0.302
ios = 121
die_h_um = 686
die_area_um2 = 471000
placementRows = 250

[final_timing]
fmax_ghz = 0.108
worst_pin_slew_ns = 1.16
skew_ns = 0.0426
period_used_share = 0.414
tns_ns = 0
drv_slew = 0
setup_viol = 0
rsz0062_at_grt = no
layout_setup_ws_ns = 13.12
min_period_ns = 9.28
finalHoldViolations = 0
max_slew_margin = 0.227

[hold_path]
hp-class = reg -> reg
holdCritStartpoint = quotient[12][40]
hold_end = quotient[14][40]
whs_path_depth = 2

[grt]
grt_usage = 0.177
grt_max_degree = 113
antenna_found_initial = 10
gr-total-overflow = 0
grt_pass1_wl_um = 660000
first_global_vias = 115000

[drt]
vias = 126000
dr.first_iter.drc_count = 8902
viasPerCell = 5.09
drt-total-wl_um = 418000
drc_errors = 0
wire_per_inst_um = 16.8
antenna_left = 0
first_pass_iters = 6

[logic_synthesis]
synth_cell_types = 106
synthCells = 18900
yosys-stat-cells = 18900
async_reset_ff_frac = 0
syn_area_um2 = 140000
avgSynthCellArea_um2 = 7.44
yosys_warnings = 5
yosysSeqAreaShare = 0.328
synth-edff-count = 0
ys_ff = 2299
ff_type = dfxtp_1
yosys-stat-area_um2 = 140000

[power_and_ir_drop]
ir_worst_vdd_mv = 0.0574
power.leakage_nw = 60.6
power_density_nw_per_um2 = 56.0
p_total_mw = 8.74

[finish]
final_layout_top_logic_cell = nand2_1
lay_top_cells = nand2_1, a21oi_1, dfxtp_1, o21ai_0, ha_1
drive_gt1_frac = 0.0517
area_delta_synth_final_pct = 11.2

[worst_setup_path]
crit_fanout = 46
cp_num_buf_inv = 3
critPathMaxStageDelay_ns = 0.86
worst-r2r-setup-slack_ns = 13.12
crit_family = simple AND/OR/NAND/NOR gates
crit_slowest_cell = a2111oi_0
worstRegToRegCells = 24
worstPathArrival_ns = 10.08
crit_required_ns = 23.21
r2r_start = divisor[40][2]
timing_worst_setup_path_type = reg -> reg
r2r-end = dividend[42][6]
startpoint_type = register
end_kind = register
worstPathCellList = inv_1 > ha_1 > and4b_1 > nand4_1 > nor4_1 > or4_1 > nand2b_1 > buf_4 > nand2_1 > nand2_1 > ha_1 > a21o_1 > a2111oi_0 > o31ai_1 > a2111oi_2 > nor2_1 > a211o_1 > a21oi_1 > o2111ai_1 > nor2_2 > buf_4 > and2_1 > o21ai_0 > and2_1

[run]
max_cap_viol_count = 0
warning_count = 40

-- registers in the layout, indices dropped and copies added (netlist names) --
signal              cells
m_axis_dout_tvalid      1
quotient              600
divisor               800
m_axis_dout_tdata      48
valid                  25
dividend              824
m_axis_dout_tuser       1
-- area by class of cell --
type	count	area (um^2)
Antenna cell	5	12.5
Sequential cell	2299	46000
Clock buffer	370	7640
Clock inverter	101	1400
Timing Repair Buffer	293	2500
Tap cell	6174	7720
Multi-Input combinational cell	14700	87600
Inverter	853	3210
Fill cell	49200	309000
-- per-layer routing --
metal  wire (um)  global-route usage
met4        7310              0.0272
met3       31800              0.0475
met1      208000               0.274
met5          39                   0
met2      171000               0.252
-- cell families after synthesis --
group	synth area share
AND/OR/NAND/NOR	0.203
AND-OR/OR-AND	0.237
flip-flops	0.328
buffers and inverters	0.0502
adder cells (fa/ha/maj)	0.0974
XOR/XNOR	0.0518
multiplexers	0.0327
-- cells in the mapped netlist (37+ instances only) --
cell | n | area (um^2)
and2_1 | 80 | 500
nor2b_1 | 141 | 882
dfxtp_1 | 2299 | 46000
o21a_1 | 119 | 893
fa_1 | 39 | 781
or4_1 | 37 | 278
o21ai_0 | 1113 | 5570
a21oi_1 | 2993 | 15000
o211ai_1 | 67 | 503
o21bai_1 | 131 | 983
mux2i_1 | 272 | 2720
a21o_1 | 491 | 3690
or2_2 | 54 | 338
nand2_1 | 4261 | 16000
xnor2_1 | 516 | 4520
a31oi_1 | 147 | 920
ha_1 | 1031 | 12900
buf_1 | 68 | 255
o31ai_1 | 74 | 556
a211oi_1 | 152 | 1140
a21boi_0 | 59 | 443
clkbuf_1 | 888 | 3330
nor3_1 | 202 | 1010
mux2_2 | 165 | 1860
nor4_1 | 126 | 788
nand3_1 | 229 | 1150
nand2b_1 | 164 | 1030
or3_1 | 60 | 375
xor2_1 | 314 | 2750
nor2_1 | 904 | 3390
inv_1 | 852 | 3200
and3_1 | 80 | 500
nand4_1 | 190 | 1190
-- stage by stage --
step | area [um^2] | utilization | hold WS (ns) | cells
floorplan | 140000 | - | 0.429 | 18900
global placement | 147000 | 0.316 | 0.439 | 24400
detailed placement | 147000 | 0.316 | 0.442 | 24400
CTS | 156000 | 0.336 | 0.425 | 24800
global route | 156000 | 0.336 | 0.454 | 24800
finish | 156000 | 0.336 | 0.428 | 24800
-- how the worst max path moves through the flow --
stage	cells after the start	from	slack, ns	to
6_report	24	divisor[40][2]	13.12	dividend[42][6]
5_1_grt	24	divisor[40][2]	12.71	dividend[42][47]
4_1_cts	24	divisor[40][2]	13.54	dividend[42][6]
-- where the power goes --
part | internal (mW) | leakage (nW) | total [mW] | switching [mW]
Clock | 2.65 | 4.38 | 4.51 | 1.86
Combinational | 0.0336 | 37.7 | 0.137 | 0.103
Sequential | 4.09 | 18.5 | 4.10 | 0.00319
Total | 6.78 | 60.6 | 8.74 | 1.96
-- worst register-to-register path, delay by kind of cell, from the launching register on --
kind | cells | cell delay, ns
AOI/OAI and AO/OA | 8 | 3.09
DFF | 1 | 0.38
adders and majority gates | 2 | 0.98
and+or+nand+nor | 11 | 3.96
buffers and inverters | 3 | 0.76
Power and IR drop assume default switching activity.
